--- ./run.sh ---
#!/bin/bash
# OpenROAD 26Q1-2900-gdf79404cd8, Yosys 0.63+post, stock flow scripts
make -C /OpenROAD-flow-scripts/flow DESIGN_CONFIG=/design/flow/config.mk WORK_HOME=/design/flow/orfs finish
--- ./config.mk ---
export PLATFORM = sky130hd
export DESIGN_NAME = clockDivider
export DESIGN_NICKNAME = clockDivider
export VERILOG_FILES = /design/flow/design.v
export SDC_FILE = /design/flow/constraint.sdc
export NUM_CORES = 4
export LEC_CHECK = 1
export CORE_AREA = 10 10 70 70
export DIE_AREA = 0 0 80 80
--- ./constraint.sdc ---
current_design clockDivider

set clk_period 1.3
set clk_io_pct 0.2

create_clock -name clk0 -period $clk_period [get_ports {clk}]

set non_clock_inputs [all_inputs -no_clocks]
set_input_delay [expr $clk_period * $clk_io_pct] -clock clk0 $non_clock_inputs
set_output_delay [expr $clk_period * $clk_io_pct] -clock clk0 [all_outputs]
--- ./design.v ---
module clockDivider (
  input clk,
  input resetn,
  output logic div2,
  output logic div4,
  output logic div6
);
    logic cnt2;
    logic [1:0] cnt4;
    logic [3:0] cnt6;
    always @(posedge clk) begin
        if (!resetn) begin
            cnt2 <= 0;
            cnt4 <= 0;
            cnt6 <= 0;
        end else begin
            cnt2 <= cnt2 + 1;
            cnt4 <= cnt4 + 1;
            cnt6 <= (cnt6 + 1) % 6;
        end
    end
    assign div2 = (cnt2 == 1);
    assign div4 = (cnt4 == 1) || (cnt4 == 2);
    assign div6 = (cnt6 == 1) || (cnt6 == 2) || (cnt6 == 3);
endmodule
==> impl_metrics.json <==
{
  "status": "complete, but fails checks",
  "failed_checks": "setup timing",
  "timing.hold.ws_ns": 0.427,
  "worstSkewPairLatency_ns": 0.24,
  "synth_top_area_share": 0.296,
  "worstPathArrival_ns": 2.01,
  "clock_tree.root_cell": "clkbuf_4",
  "maximum_number_of_pins_on_one_net_before_global_route_repair": 8,
  "yosysUniqueCellTypes": 28,
  "critPathMostFrequentCell": "ha_4",
  "min_period_ns": 1.88,
  "fraction_of_layout_instances_using_a_drive_strength_above_1": 0.630,
  "initial_utilization": 0.139,
  "worst_r2r_start": "cnt6[0]",
  "fin_ws_ns": -0.583,
  "powerDensity_mw_per_mm2": 1220,
  "worstHoldPathType": "flip-flop to flip-flop",
  "fin_crit_sh": 1.45,
  "crit_path_cell_trace": "ha_4 > and3_4 > ha_4 > nand2b_4 > mux2_4 > o21a_4 > nor2b_4 > o221a_1",
  "worst_r2r_endpoint": "cnt6[1]",
  "worstMarginPinSlew_ns": 0.213,
  "cts_buffer_depth": 2,
  "avgRoutedWirePerCell_microns": 8.16,
  "via_to_cell_ratio": 3.54,
  "syn_to_final_growth_pct": 83.9,
  "top_cells_by_area": "dfxtp_1 30%, ha_1 16%, nor2b_1 5.3%, nand2_1 4.0%, a22o_4 3.7%",
  "num-fill-cells": 362,
  "routed-via-count": 421,
  "io_buffers": 4,
  "edf_count": 0,
  "drt_iter0_drcs": 4,
  "grt_usage": 0.0306,
  "place_area_sq_um": 724,
  "largest_family_of_logic_cells_by_area": "simple AND/OR/NAND/NOR gates",
  "crit_path_capture": "cnt6[1]",
  "mappedNetlistArea_sq_um": 474,
  "numSynthFlops": 7,
  "num_io_pins": 5,
  "cts_made_buffers": 3,
  "async_flop_share": 0,
  "gpl_wtd_cong": 0.744,
  "aoi_share": 0.140,
  "post_synth_mux_area_share": 0.0554,
  "slowest_cp_cell": "dfxtp_4",
  "synth_top_cell_by_count": "dfxtp_1",
  "synth_cell_count_leaders": "7 x dfxtp_1, 6 x ha_1, 5 x nand2_1",
  "ys_sh_simple": 0.272,
  "clock_sinks": 7,
  "post_synthesis_adder_cell_area_fraction": 0.158,
  "antenna_left": 0,
  "post-synth-top-area-cell": "dfxtp_1",
  "drt_pre_antenna_iters": 3,
  "reg2regPathDepth": 8,
  "yosys.stat.seqShare": 0.296,
  "vdd_drop_max_mv": 0.573,
  "grt_setup_unrepaired": "true",
  "row_count": 21,
  "clock_tree_from_tritoncts": "done",
  "die_w_microns": 80,
  "critical_path.startpoint": "cnt6[0]",
  "syn_avg_cell_area_sq_um": 8.78,
  "first_global_vias": 426,
  "setup.worst_path.class": "flip-flop to flip-flop",
  "skew_ns": 0.0000887,
  "synth_cells": 54,
  "post-dp-hpwl_microns": 728,
  "leakage_nw": 0.350,
  "finalHoldViolations": 0,
  "post-route-cell-area_sq_um": 872,
  "synth.yosys.num_cells": 54,
  "final-max-slew-violation-count": 0,
  "yosys.area_share.xor_xnor": 0.0369,
  "core_sq_mm": 0.00342,
  "yosys_warnings": 1,
  "chip_area_sq_mm": 0.00640,
  "fp.dieH_microns": 80,
  "critical_path_peak_fanout": 3,
  "yosysChipArea_sq_um": 474,
  "end_kind": "flip-flop",
  "total_power_mw": 1.07,
  "worst_path_largest_cell_delay_ns": 0.36,
  "routed_wirelength_microns": 971,
  "grt_pass1_wl_mm": 1.70,
  "rrSetupSlack_ns": -0.58,
  "insertedDiodeCount": 0,
  "finalSetupViolCount": 4,
  "depth_of_the_cts_h_tree": 1,
  "maxcap_viol_count": 0,
  "logic_area_sq_um": 483,
  "grt_remaining_overflow": 0,
  "timing.critical_path.from_type": "flip-flop",
  "critical_path_required_ns": 1.43,
  "timing.slew.headroom": 0.856,
  "ff_latch_area_sq_um": 153,
  "flop_cell": "dfxtp_1",
  "antenna_found_initial": 0,
  "drc": 0,
  "worst_setup_hold_path_clk_slew_ns": 0.05,
  "stage_log_warnings": 31,
  "max_freq_ghz": 0.531
}
cells by family (layout without fill, tap and decap cells):
| family | Yosys count | after routing |
|---|---|---|
| AND-OR/OR-AND | 8 | 8 |
| XOR/XNOR | 2 | 2 |
| adder cells (fa/ha/maj) | 6 | 6 |
| buffers and inverters | 5 | 24 |
| flip-flops | 7 | 7 |
| multiplexers | 2 | 2 |
| AND/OR/NAND/NOR | 24 | 24 |
through the flow:
step	TNS (ns)	setup WS [ns]	util	std cells
2_1_floorplan	-1.58	-0.549	-	54
3_3_place_gp	-2.01	-0.583	0.212	113
3_5_place_dp	-2.06	-0.602	0.212	113
4_1_cts	-2.00	-0.556	0.229	119
5_1_grt	-2.16	-0.652	0.255	119
6_report	-1.85	-0.583	0.255	119
placed cells by master, fill, tap and decap left out, types with 2 or more instances in the layout:
master / instances
inv_1: 3
ha_4: 4
nor2_1: 4
nor2b_1: 2
buf_6: 3
dfxtp_2: 4
mux2_4: 2
dfxtp_4: 2
buf_4: 9
nor2b_4: 2
nand2_1: 5
clkbuf_4: 3
area by class of cell:
cell class / instances / area share
Multi-Input combinational cell: 42 / 0.554
Sequential cell: 7 / 0.175
Clock buffer: 4 / 0.0301
Timing Repair Buffer: 16 / 0.158
Inverter: 4 / 0.0172
Tap cell: 46 / 0.0660
sequential cells by signal, indices dropped and copies added, names as in the netlist:
name and flops:
cnt6 4, cnt2 1, cnt4 2
how the worst min path moves through the flow:
stage | slack [ns] | cells after the start | from | to
6_report | 0.43 | 1 | cnt4[0] | cnt4[0]
5_1_grt | 0.45 | 1 | cnt4[0] | cnt4[0]
4_1_cts | 0.41 | 1 | cnt4[0] | cnt4[0]
metal layers:
layer / up-vias / wire, microns / global-route usage
met3: 0 / 17 / 0.00682
met2: 2 / 480 / 0.0546
met4: 0 / 0 / 0.00528
met1: 196 / 473 / 0.0367
li1: 223 / - / -
met5: - / 0 / 0
power breakdown:
| part | internal (mW) | switching [mW] |
|---|---|---|
| Clock | 0.116 | 0.0699 |
| Sequential | 0.255 | 0.0414 |
| Combinational | 0.331 | 0.253 |
worst max-delay path: cells and delay by family (launching register included):
| kind | cells | cell delay, ns |
|---|---|---|
| AND/OR/NAND/NOR | 3 | 0.41 |
| adder cells (fa/ha/maj) | 2 | 0.31 |
| flip-flops | 1 | 0.36 |
| multiplexers | 1 | 0.26 |
| AND-OR/OR-AND | 2 | 0.43 |
timing repair:
item                       4_1_cts  5_1_grt
setup endpoints to repair        6        6
pin swaps                        9        8
setup buffers                    2        0
hold buffers                     0        0
gates resized                    9       20
Power figures rest on the tool's default switching activity, not on a simulated workload.

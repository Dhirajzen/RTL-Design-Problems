### /design/flow/design.v
module roundDivision #(parameter
  DIV_LOG2=3,
  OUT_WIDTH=32,
  IN_WIDTH=OUT_WIDTH+DIV_LOG2
) (
  input [IN_WIDTH-1:0] din,
  output logic [OUT_WIDTH-1:0] dout
);
logic [OUT_WIDTH:0] temp;
assign temp = din[IN_WIDTH-1:DIV_LOG2] + din[DIV_LOG2-1];   
assign dout = temp[OUT_WIDTH] ? din[IN_WIDTH-1:DIV_LOG2] : temp[OUT_WIDTH-1:0];     
endmodule
### /design/flow/run.sh
#!/bin/bash
# OpenROAD 26Q1-2900-gdf79404cd8, Yosys 0.63+post, stock flow scripts
make -C /OpenROAD-flow-scripts/flow DESIGN_CONFIG=/design/flow/config.mk WORK_HOME=/design/flow/orfs finish
### /design/flow/config.mk
export PLATFORM = sky130hd
export DESIGN_NAME = roundDivision
export DESIGN_NICKNAME = roundDivision
export VERILOG_FILES = /design/flow/design.v
export SDC_FILE = /design/flow/constraint.sdc
export NUM_CORES = 4
export LEC_CHECK = 1
export CORE_AREA = 10 10 74 74
export DIE_AREA = 0 0 84 84
### /design/flow/constraint.sdc
current_design roundDivision

set clk_period 7.3
set clk_io_pct 0.2

create_clock -name clk0 -period $clk_period

set non_clock_inputs [all_inputs -no_clocks]
set_input_delay [expr $clk_period * $clk_io_pct] -clock clk0 $non_clock_inputs
set_output_delay [expr $clk_period * $clk_io_pct] -clock clk0 [all_outputs]
==> out/results.txt <==
fmax -> 0.1786 GHz
Final Max Tran Viols -> 0
Seq/Total Area, Yosys -> 0
Relative slew margins -> 0.7073
CP peak stage delay -> 0.51 ns
Reg area -> 0 sq um
Pre-Place Util -> 0.1963
vias in the first global route -> 1064
Worst path top cell family by delay -> simple AND/OR/NAND/NOR gates
YS chip area -> 779.5 sq um
share of post-route cells with drive strength above 1 -> 0.07101
FILL cells -> 431
CP endpoint kind -> output pin
Yosys warning count -> 0
setup_tns -> 0 ns
First-pass DRT Iterations -> 4
Post-Syn Area -> 779.5 sq um
worst endpoint data arrival time -> 4.14 ns
unrepaired setup endpoints after global routing -> no
Tot Pwr -> 0.05884 mW
# rows -> 23
top area cells in the synthesized netlist -> xnor2_1 22%, nand3_1 9.6%, nand4_1 8.0%, xor2_1 7.9%, and3_1 6.4%
vias per cell -> 4.607
logic area -> 765.7 sq um
aoi share -> 0.06421
yosys simple share -> 0.5249
comb area leader -> simple AND/OR/NAND/NOR gates
Final GP Congestion -> 0.8186
post-CTS setup buffers -> 0
CTS-repair resized insts -> 0
average wire per standard cell -> 13.65 um
switching share of power -> 0.3143
Post-Synth XOR/XNOR Area -> 0.3034
CP Class -> input pin to output pin
Area after DPL -> 1483 sq um
seq_cells -> 0
final instance area -> 1483 sq um
max-cap violations -> 0
final-layout clock buffer total -> 0
setup violators final -> 0
OpenROAD warning count -> 34
initial antenna violation count -> 0
run status -> completed
Max VDD drop -> 17.37 uV
DP HPWL -> 2634 um
Hold WC Path Type -> input pin to output pin
Adder-Cell Fraction of Synth Area -> 0.03210
antenna-violating nets left -> 0
ANT cells -> 0
Int Pwr -> 0.04034 mW
PD cells -> 39.68 nW/um^2
Mean Syn Cell Area -> 7.354 sq um
total track usage -> 0.07998
Top cell area share -> 0.2247
initial detailed-routing violation count -> 26
area leader, netlist -> xnor2_1
Psw -> 0.01849 mW
Die H -> 84 um
LEAKAGE -> 0.5186 nW
Layout area overhead -> 90.21%
final hold vios -> 0
# Cells Yosys -> 106
DRC Markers -> 0
Post-Syn Instances -> 106
CP max stage cell -> clkdlybuf4s50_1
CP Max Fanout -> 13
Flop pwr share -> 0
Die ar. -> 7056 sq um
Final Instance Count excl. Fillers -> 219
Post-Place Cells -> 219
Startpoint Class -> input pin
Distinct lib cells used -> 25
core area -> 3971 sq um
worst path bufs/invs -> 2
vias -> 1009
routed wire length -> 2989 um
minimum clock period -> 5.599 ns
worst endpoint required time -> 5.84 ns
CTS Hold Bufs -> 0
Finished Core Util -> 0.3733
first-pass GRT wire length -> 4981 um
chip width -> 84 um
mux share -> 0.05778
GRT overflow -> 0
cells along the critical path -> clkdlybuf4s50_1, ha_1, ha_1, nand3_1, nor3_2, nand4_2, nand4_1, xnor2_1, clkdlybuf4s50_1
Worst Tran Pin Value -> 0.4358 ns
# IOs -> 67
Comb pwr share -> 1.000
largest net degree at the start of global routing -> 14
cycle use final -> 0.7670
PortBufs -> 65
clock share of power -> 0
==> placed cells by master (no fill, tap or decap), drive strengths merged, types with 2 or more instances in the layout <==
cell,synthesis,final
a21oi,2,2
xnor2,20,20
nand4,12,12
nor3,5,5
and4,5,5
and2,2,2
nor2,4,4
nor4,3,3
clkdlybuf4s50,0,65
xor2,7,7
and3,8,8
nand3,16,16
ha,2,2
mux2,4,4
nand2,9,9
==> metal layers <==
metal  vias up  GRT usage  wire, um
met5         -          0         0
met4         0          0         0
met3         0    0.04429       415
met2        42     0.1268      1246
met1       439    0.09824      1326
li1        528          -         -
==> synth_stat cells (all sizes together), types with 2 or more instances <==
| cell type | n |
|---|---|
| nor3 | 5 |
| a21oi | 2 |
| mux2 | 4 |
| nand4 | 12 |
| nand3 | 16 |
| nor4 | 3 |
| xnor2 | 20 |
| nand2 | 9 |
| buf | 2 |
| xor2 | 7 |
| and3 | 8 |
| ha | 2 |
| and4 | 5 |
| and2 | 2 |
| nor2 | 4 |
==> power by group through the flow <==
stage / Combinational (mW) / Sequential (mW) / Clock [mW]
after CTS: 0.0600 / 0 / 0
after global routing: 0.0647 / 0 / 0
final: 0.0588 / 0 / 0
==> kinds of logic (layout without fill, tap and decap cells) <==
group,after synthesis,count (layout)
mux,4,4
buf+inv,3,66
compound gates,5,5
xor+xnor,27,27
simple gates,65,65
fa+ha+maj,2,2
==> layout make-up <==
class / instances / share of cell area
repair buffers: 65 / 0.4388
inverters: 1 / 0.002532
well taps: 50 / 0.04219
multi-input cells: 103 / 0.5165
==> worst min-delay path, stage by stage <==
cell,delay [ns]
clkdlybuf4s50_1,0.48
xnor2_1,0.07
clkdlybuf4s50_1,0.41
==> final timing paths <==
check / startpoint / endpoint / slack (ns) / cells after the start
worst max-delay path: din[3] / dout[15] / 1.70 / 9
worst min-delay path: din[16] / dout[13] / 3.88 / 3
==> stage by stage <==
step	hold WS [ns]	worst slack, ns
2_1_floorplan	2.943	3.022
5_1_grt	3.922	1.410
3_5_place_dp	3.891	1.667
6_report	3.882	1.701
4_1_cts	3.893	1.657
3_3_place_gp	3.894	1.677
Power and IR drop assume default switching activity.

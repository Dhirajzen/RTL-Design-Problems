**run.sh**
```bash
#!/bin/bash
# OpenROAD 26Q1-2900-gdf79404cd8, Yosys 0.63+post, stock flow scripts
make -C /OpenROAD-flow-scripts/flow DESIGN_CONFIG=/design/flow/config.mk WORK_HOME=/design/flow/orfs finish
```
**config.mk**
```make
export PLATFORM = sky130hd
export DESIGN_NAME = fizzBuzz
export DESIGN_NICKNAME = fizzBuzz
export VERILOG_FILES = /design/flow/design.v
export SDC_FILE = /design/flow/constraint.sdc
export NUM_CORES = 4
export LEC_CHECK = 1
export CORE_AREA = 10 10 75 75
export DIE_AREA = 0 0 85 85
```
**constraint.sdc**
```tcl
current_design fizzBuzz

set clk_period 3.0
set clk_io_pct 0.2

create_clock -name clk0 -period $clk_period [get_ports {clk}]

set non_clock_inputs [all_inputs -no_clocks]
set_input_delay [expr $clk_period * $clk_io_pct] -clock clk0 $non_clock_inputs
set_output_delay [expr $clk_period * $clk_io_pct] -clock clk0 [all_outputs]
```
**design.v**
```verilog
module fizzBuzz #(parameter
    FIZZ=3,
    BUZZ=5,
    MAX_CYCLES=100
) (
    input clk,
    input resetn,
    output logic fizz,
    output logic buzz,
    output logic fizzbuzz
);
    logic [$clog2(MAX_CYCLES)-1:0] counter;
    logic [$clog2(FIZZ)-1:0] fizz_cnt;
    logic [$clog2(BUZZ)-1:0] buzz_cnt;
    always @(posedge clk) begin
        if (!resetn || counter >= MAX_CYCLES-1) begin
            counter <= 0;
            fizz_cnt <= 0;
            buzz_cnt <= 0;
        end else begin
            counter <= counter + 1;
            fizz_cnt <= (fizz_cnt == FIZZ-1) ? 0 : fizz_cnt + 1;
            buzz_cnt <= (buzz_cnt == BUZZ-1) ? 0 : buzz_cnt + 1;
        end
    end
    assign fizz = (fizz_cnt == 0);
    assign buzz = (buzz_cnt == 0);
    assign fizzbuzz = (fizz_cnt == 0) && (buzz_cnt == 0);
endmodule
```
==> results.yml <==
# flow metrics
run_status:
  outcome: "completed"
critical_path:
  slowest_stage: "clkdlybuf4s50_1"
  critPathMaxFanout: 3
  slowest_delay_ns: 0.39
  crit_type: "flop to primary output"
  cp-end-kind: "primary output"
  critPathArrivalTime_ns: 1.55
  required_ns: 2.40
  startpoint_type: "flop"
  crit_chain: "inv_1 -> ha_1 -> nor2b_1 -> and2_1 -> clkdlybuf4s50_1"
clock_tree:
  cts_max_level: 1
  path_clk_slew_ns: 0.05
  numCtsBuffers: 3
  cts_buffer_depth: 2
  clockRootBuffer: "clkbuf_8"
  hold_buffers: 0
  cts_setup_buffers: 0
  ctsResizeCount: 0
  cts_tree: "yes"
  worstSkewPairLatency_ns: 0.24
  cts.sinks: 12
timing:
  fin_crit_ns: 2.15
  skew_ns: 0.000439
  final_max_slew_viol_count: 0
  finalSetupTns_ns: 0
  finalSetupViolCount: 0
  max_slew_margin_pct: 76.2
  tightest_slew_ns: 0.355
  period_used_pct: 71.7
  fmax_ghz: 0.465
  finalHoldViolations: 0
  rsz0062_at_grt: "false"
pwr:
  p_switching_mw: 0.199
  p_seq_share_pct: 38.2
  combPwrFrac_pct: 35.5
  pwr-share-clk_pct: 26.3
  swShare_pct: 30.2
  powerDensity_nw_per_um2: 886
  p_leak_nw: 0.285
  intPower_mw: 0.461
  ir_drop_v: 0.000435
drt:
  finalWirelength_mm: 1.01
  n_antenna_cell: 0
  wl_per_cell_microns: 8.65
  drtIter0Drc: 12
  ant_nets: 0
  vias: 417
  drt-pass1-iter-count: 2
  avgViaCountPerCell: 3.56
  drc: 0
floorplanning:
  initCoreUtil_pct: 14.5
  die_h_microns: 85
  rows: 23
  fp.dieW_microns: 85
  chip_area_sq_um: 7230
  core_sq_um: 4060
  io_pins: 5
layout:
  syn_to_final_growth_pct: 26.9
  lay_top_count: "dfxtp_1"
  fillers: 425
  drive_gt1_share_pct: 16.4
  final_util_pct: 18.3
  lay_top_cells: "dfxtp_1 (12), inv_1 (6), nand2_1 (6), nor2_1 (6), ha_1 (5)"
global_route:
  globalRouteTotalUtil_pct: 2.94
  grt_max_degree: 8
  grt_pass1_wl_mm: 1.88
  grt-ovfl-total: 0
  grt_pass1_vias: 432
  antenna_found_initial: 0
worst_hold_path:
  hp-class: "flop to flop"
placed_design:
  dp_hpwl_microns: 706
  place.gp.congestion: 0.789
  io_buffers: 4
yosys:
  syn-cell-area_sq_um: 587
  ys_types: 22
  ys.flops: 12
  yosys_warnings: 1
  ys_cells: 59
  syn_inst: 59
  synth.avg_cell_area_sq_um: 9.95
  yosysSeqAreaShare_pct: 40.9
  ys_chip_area_sq_um: 587
job:
  warnings: 27
  cap_violations: 0
==> power groups by stage <==
stage | registers (mW) | clock network (mW) | logic [mW]
5_1_grt | 0.259 | 0.186 | 0.275
4_1_cts | 0.252 | 0.176 | 0.239
6_report | 0.252 | 0.173 | 0.234
==> Yosys cell counts (all sizes together) <==
library cell  number  area (sq um)
inv                6          22.5
nand3              2          10.0
nand4b             1          8.76
ha                 5          62.6
a41oi              1          8.76
nor3               1          5.00
a31oi              1          21.3
xor2               2          17.5
nor2               6          22.5
and2               2          12.5
nor2b              2          12.5
o22ai              1          6.26
nand2              6          22.5
dfxtp             12           240
nor4               1          21.3
nor3b              3          32.5
a41o               1          11.3
xnor2              1          8.76
a211oi             1          7.51
a21boi             2          22.5
a21oi              2          10.0
==> metal layers <==
layer | share of wire [%] | wire length, microns | up-vias | track usage, %
li1 | - | - | 217 | -
met1 | 55 | 557 | 189 | 4.12
met2 | 35 | 356 | 9 | 3.75
met3 | 9.2 | 93 | 2 | 2.02
met4 | 0.40 | 4 | 0 | 0.150
met5 | 0 | 0 | - | 0
==> critical path: cells and delay by family, from the launching register on <==
kind	cells	cell delay, ns
buf+inv	2	0.45
flops	1	0.36
simple gates	2	0.29
fa+ha+maj	1	0.21
==> worst paths after layout <==
| kind | cells after the start | slack, ns | end | from |
|---|---|---|---|---|
| max | 5 | 0.85 | fizzbuzz | buzz_cnt[0]$_SDFF_PP0_ |
| min | 1 | 0.44 | fizz_cnt[0]$_SDFF_PP0_ | fizz_cnt[0]$_SDFF_PP0_ |
| max reg2reg | 4 | 1.60 | fizz_cnt[1]$_SDFF_PP0_ | counter[0]$_SDFF_PP0_ |
| min reg2reg | 1 | 0.44 | fizz_cnt[0]$_SDFF_PP0_ | fizz_cnt[0]$_SDFF_PP0_ |
==> per-stage QoR <==
stage	cell area, sq um	hold slack [ns]	power, mW	cells	setup WS (ns)
after floorplan	587	0.401	0.401	59	1.57
after global placement	689	0.410	0.479	113	1.11
after detailed placement	689	0.429	0.491	113	1.09
after CTS	744	0.437	0.667	117	0.830
after global routing	744	0.480	0.721	117	0.751
final	744	0.437	0.660	117	0.848
==> registers in the layout (all words and copies together), names as in the netlist <==
signal / cells
buzz_cnt: 3
fizz_cnt: 2
counter: 7
==> logic make-up after synthesis <==
family,after synthesis,share of synthesized area (%)
xor+xnor,3,4.48
compound gates,9,14.9
buf+inv,6,3.84
fa+ha+maj,5,10.7
flops,12,40.9
simple gates,24,25.2
==> area by class of cell <==
| cell class | count | area, sq um | share of cell area (%) |
|---|---|---|---|
| Sequential cell | 12 | 240 | 32.3 |
| Timing Repair Buffer | 4 | 40.0 | 5.38 |
| Multi-Input combinational cell | 41 | 324 | 43.5 |
| Clock buffer | 4 | 55.1 | 7.39 |
| Tap cell | 50 | 62.6 | 8.40 |
| Inverter | 6 | 22.5 | 3.03 |
No activity file was given, so power comes from the tool's default toggle rates.
